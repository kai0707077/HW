==> run.sh <==
#!/bin/bash
# OpenROAD 26Q1-2900-gdf79404cd8, Yosys 0.63+post, stock flow scripts
make -C /OpenROAD-flow-scripts/flow DESIGN_CONFIG=/design/flow/config.mk WORK_HOME=/design/flow/orfs finish
==> config.mk <==
export PLATFORM = sky130hd
export DESIGN_NAME = PFD_with_calibration
export DESIGN_NICKNAME = PFD_with_calibration
export VERILOG_FILES = /design/flow/design.v
export SDC_FILE = /design/flow/constraint.sdc
export NUM_CORES = 4
export LEC_CHECK = 1
export CORE_AREA = 10 10 82 82
export DIE_AREA = 0 0 92 92
==> constraint.sdc <==
current_design PFD_with_calibration

set clk_period 1.7
set clk_io_pct 0.2

create_clock -name clk0 -period $clk_period [get_ports {fb_clk}]
create_clock -name clk1 -period $clk_period [get_ports {ref_clk}]

set non_clock_inputs [all_inputs -no_clocks]
set_input_delay [expr $clk_period * $clk_io_pct] -clock clk0 $non_clock_inputs
set_output_delay [expr $clk_period * $clk_io_pct] -clock clk0 [all_outputs]
==> design.v <==
`timescale 1ns/1fs
module PFD_with_calibration (
    input wire  ref_clk,         
    input wire  fb_clk,          
    input wire  rst_n,           
    output reg  up,              
    output reg  down,    
    output reg  ref_clk_is_faster,
    output reg  ref_clk_is_slower,
    output wire freq_check_done,            
    output wire calibration_done 
);
    parameter FREQ_CHECK_T          = 51; 
    parameter INITIAL_PHASE_ERROR_T = FREQ_CHECK_T/2+10;
    parameter PLL_CALIBRATION_T     = 10;
    parameter FB_STABLE_CYCLE       = INITIAL_PHASE_ERROR_T+FREQ_CHECK_T*2+PLL_CALIBRATION_T;
    parameter CLK_CNTR_WIDTH        = $clog2(FB_STABLE_CYCLE)+1;
    wire clear;
    wire freq_check_done_nx;
    wire ref_clk_cntr_rst;
    wire ref_clk_is_faster_nx; 
    wire ref_clk_is_slower_nx; 
    reg [7:0]                up_counter;       
    reg [7:0]                down_counter;    
    reg                      freq_check_done_reg;
    reg [CLK_CNTR_WIDTH-1:0] ref_clk_cntr;
    always @(posedge ref_clk or posedge clear or negedge rst_n) begin
        if (!rst_n) begin
            up <= 1'b0;         
        end else if (clear) begin
            up <= 1'b0;         
        end else begin
            up <= 1'b1;         
        end
    end
    always @(posedge fb_clk or posedge clear or negedge rst_n) begin
        if (!rst_n) begin
            down <= 1'b0;      
        end else if (clear) begin
            down <= 1'b0;      
        end else begin
            down <= 1'b1;       
        end
    end
    assign clear = up & down;
    always @(posedge ref_clk or negedge rst_n) begin
        if (!rst_n) begin
            up_counter <= 8'd0;
        end
        else if(freq_check_done_reg) begin
            up_counter <= 8'd0;
        end
        else if(up) begin
            up_counter <= up_counter + 1;
        end
    end
    always @(posedge fb_clk or negedge rst_n) begin
        if (!rst_n) begin
            down_counter <= 8'd0;
        end
        else if(freq_check_done_reg) begin
            down_counter <= 8'd0;
        end
        else if(down) begin
            down_counter <= down_counter + 1;
        end
    end
    assign ref_clk_is_faster_nx  = up_counter[1];
    assign ref_clk_is_slower_nx  = down_counter[1];
    assign freq_check_done       = freq_check_done_reg;
    assign freq_check_done_nx    = (ref_clk_is_faster_nx|ref_clk_is_slower_nx);
    always @(posedge ref_clk or negedge rst_n) begin
        if (!rst_n) begin
            freq_check_done_reg <= 1'b0;
            ref_clk_is_faster   <= 1'b0;
            ref_clk_is_slower   <= 1'b0;
        end
        else  begin
            freq_check_done_reg <= freq_check_done_nx; 
            ref_clk_is_faster   <= ref_clk_is_faster_nx; 
            ref_clk_is_slower   <= ref_clk_is_slower_nx; 
        end
    end
    assign calibration_done = (ref_clk_cntr>=FB_STABLE_CYCLE) ? 1'b1 :  1'b0 ;
    assign ref_clk_cntr_rst = (freq_check_done | calibration_done);
    always @(posedge ref_clk or negedge rst_n) begin
        if (!rst_n) begin
            ref_clk_cntr <= 1'b0; 
        end
        else  begin
            if (ref_clk_cntr_rst) begin
                ref_clk_cntr <= 1'b0; 
            end
            else begin
                ref_clk_cntr <= ref_clk_cntr+1'b1; 
            end
        end
    end
endmodule
==> flow_metrics.env <==
# physical design summary
export IMPL_setup_ws_ns=-0.0502
export IMPL_overflow=0
export IMPL_synth_cell_type_count=21
export IMPL_largest_register="ref_clk_cntr"
export IMPL_hold_path_class="reg2async"
export IMPL_layout_drive_gt1_share_pct=33.3
export IMPL_ys_sh_mux_pct=0
export IMPL_cp_required_ns=1.36
export IMPL_seqCellArea_um2=450
export IMPL_track_usage_pct=4.14
export IMPL_p_leak_nw=0.473
export IMPL_top_cell_area_share_pct=60.7
export IMPL_crit_fanout=2
export IMPL_place_area_um2=990
export IMPL_arrival_ns=1.41
export IMPL_clock_skew_ns=0.00197
export IMPL_synth_xor_area_share_pct=8.26
export IMPL_syn_mean_instance_area_um2=11.6
export IMPL_synth_comb_largest_family="simple AND/OR/NAND/NOR gates"
export IMPL_power_density_nw_per_um2=1220
export IMPL_synth_top_cell_by_area="dfrtp_1"
export IMPL_holdWs_ns=0.275
export IMPL_slew_violations=0
export IMPL_drc_errors=0
export IMPL_final_setup_tns_ns=-0.0502
export IMPL_io_buffers=7
export IMPL_final_area_um2=1110
export IMPL_avgRoutedWirePerCell_um=9.50
export IMPL_warnings=28
export IMPL_rows=26
export IMPL_core_um2=5070
export IMPL_power_mw=1.35
export IMPL_synthTopCellsByArea="dfrtp_1 (61%), xor2_1 (4.7%), xnor2_1 (3.5%), nor3_1 (3.4%), nand3_1 (2.7%)"
export IMPL_syn_inst=64
export IMPL_peakVddDrop_uv=580
export IMPL_place_congestion=0.818
export IMPL_die_area_um2=8460
export IMPL_wirelength_um=1550
export IMPL_die_h_um=92
export IMPL_reg_top3="ref_clk_cntr: 9 flops, down_counter: 2 flops, up_counter: 2 flops"
export IMPL_worst_setup_path_type="reg2out"
export IMPL_ant_nets=0
export IMPL_ios=9
export IMPL_rsz0062_at_grt="yes"
export IMPL_clk_pin_slew_ns=0.06
export IMPL_most_common_layout_cells="dfrtp_1 (18), buf_4 (14), clkbuf_8 (6), clkdlybuf4s50_1 (6), nor2_1 (5)"
export IMPL_drt_iter0_markers=14
export IMPL_ys_sh_simple_pct=17.9
export IMPL_cts_tree="built"
export IMPL_adder_share_pct=1.69
export IMPL_largest_register_ffs=9
export IMPL_postSynthSeqShare_pct=60.7
export IMPL_ys_sh_aoi_pct=9.44
export IMPL_grt_pass1_wl_um=2950
export IMPL_synth_flops=18
export IMPL_num_vias=556
export IMPL_ys_warn_count=3
export IMPL_outcome="finished with violations"
export IMPL_lay_top_count="dfrtp_1"
export IMPL_die_w_um=92
export IMPL_violations="setup timing"
export IMPL_synthesis_area_um2=742
export IMPL_hpwlAfterDp_um=1090
export IMPL_drt_pass1_iterations=4
export IMPL_grt_max_degree=17
export IMPL_fill_cells=567
export IMPL_viasPerCell=3.41
export IMPL_critPathLaunchType="flop"
export IMPL_initCoreUtil_pct=14.6
export IMPL_max_cap_violations=0
export IMPL_synthToLayoutAreaGrowth_pct=49.1
export IMPL_cts_sinks=18
export IMPL_antenna_found_initial=0
export IMPL_setup_viol_count_final=1
export IMPL_grt_pass1_vias=639
export IMPL_num_antenna_cells=0
export IMPL_cp_end_kind="output pin"
export IMPL_ys_cells=64
export IMPL_logic_area_um2=303
export IMPL_final_util_pct=21.8
export IMPL_ys_area_um2=742
export IMPL_finalHoldViolCount=0
## area by class of cell
type,instances,share of cell area [%]
clock buffers,7,7.81
clock inverters,1,0.452
inverters,1,0.339
multi-input cells,45,27.4
flip-flops and latches,18,40.7
well taps,70,7.92
repair buffers,21,15.4
## logic make-up (layout without fill, tap and decap cells)
kind of cell	Yosys count	in the layout
AOI/OAI and AO/OA	9	9
xor gates and xnor gates	7	7
adders and majority gates	1	1
buffers and inverters	2	30
DFF	18	18
other	2	3
and+or+nand+nor	25	25
## per-layer routing
layer | up-vias | share of wire [%] | wire [µm] | global-route usage [%]
li1 | 277 | - | - | -
met1 | 258 | 48 | 739 | 5.45
met2 | 19 | 44 | 674 | 5.88
met3 | 2 | 8.1 | 125 | 2.22
met4 | 0 | 0.58 | 9 | 0.900
met5 | - | 0 | 0 | 0
## power by group
| group | leakage [nW] | total, mW | switching (mW) | internal [mW] |
|---|---|---|---|---|
| clock | 0.0482 | 0.491 | 0.169 | 0.322 |
| sequential | 0.236 | 0.596 | 0.0721 | 0.524 |
| combinational | 0.189 | 0.259 | 0.105 | 0.154 |
| total | 0.473 | 1.35 | 0.347 | 1.00 |
## repair_timing
item                                    in CTS  in global routing
hold endpoints to repair                     0                  0
gates resized                                6                  1
hold buffers                                 0                  0
pin swaps                                    4                  4
endpoints found under the setup margin       1                  1
setup buffers                                1                  1
## synthesized netlist by cell type (all sizes together)
library cell,number
nand2,3
inv,1
or3,3
conb,2
or2,3
nor3,5
nor2,5
a211oi,3
dfrtp,18
a21boi,1
buf,1
xnor2,3
xor2,4
nand4,1
o31ai,1
ha,1
o21ai,3
a31oi,1
nor3b,1
nand3,4
## worst max-delay path: stages, from the launching register on
cell,delay [ns]
dfrtp_1,0.38
ha_2,0.19
nor3_2,0.12
a31oi_2,0.12
or2_4,0.23
buf_2,0.11
## path summary, 6_finish.rpt
check | start | end | slack, ns | cells after the start
worst min-delay path | down$_DFF_PP0_ | up$_DFF_PP0_ | 0.27 | 1
max in group clk1 | ref_clk_cntr[0]$_DFF_PN0_ | ref_clk_cntr[5]$_DFF_PN0_ | 0.15 | 7
min in group clk0 | down_counter[0]$_DFFE_PN0P_ | down_counter[0]$_DFFE_PN0P_ | 0.56 | 2
worst min register to register | down$_DFF_PP0_ | up$_DFF_PP0_ | 0.27 | 1
max in group asynchronous | rst_n | down$_DFF_PP0_ | 0.93 | 2
worst max register to register | ref_clk_cntr[0]$_DFF_PN0_ | ref_clk_cntr[5]$_DFF_PN0_ | 0.15 | 7
min in group clk1 | down_counter[1]$_DFFE_PN0P_ | ref_clk_is_slower$_DFF_PN0_ | 0.38 | 0
worst max-delay path | ref_clk_cntr[0]$_DFF_PN0_ | calibration_done | -0.05 | 5
## metrics by stage
step,setup WS [ns],std cells
detailed placement,-0.203,153
finish,-0.0502,163
global placement,-0.195,153
global route,-0.0987,163
CTS,-0.114,162
floorplan,0.0682,65
No activity file was given, so power comes from the tool's default toggle rates.
