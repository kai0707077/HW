[flow/run.sh]
#!/bin/bash
# OpenROAD 26Q1-2900-gdf79404cd8, Yosys 0.63+post, stock flow scripts
make -C /OpenROAD-flow-scripts/flow DESIGN_CONFIG=/design/flow/config.mk WORK_HOME=/design/flow/orfs finish
[flow/config.mk]
export PLATFORM = sky130hd
export DESIGN_NAME = pfd
export DESIGN_NICKNAME = pfd
export VERILOG_FILES = /design/flow/design.v
export SDC_FILE = /design/flow/constraint.sdc
export NUM_CORES = 4
export LEC_CHECK = 1
export CORE_UTILIZATION = 50
[flow/constraint.sdc]
current_design pfd

set clk_period 26.8
set clk_io_pct 0.2

create_clock -name clk0 -period $clk_period [get_ports {fd_clk}]
create_clock -name clk1 -period $clk_period [get_ports {ref_clk}]

set non_clock_inputs [all_inputs -no_clocks]
set_input_delay [expr $clk_period * $clk_io_pct] -clock clk0 $non_clock_inputs
set_output_delay [expr $clk_period * $clk_io_pct] -clock clk0 [all_outputs]
[flow/design.v]
`timescale 1ns/1ps
module pfd (
  input  wire ref_clk,
  input  wire fd_clk,
  input  wire rst_n,
  output wire fast, 
  output wire slow 
);
    reg[63:0] ref_clk_cntr;
    reg[63:0]  fd_clk_cntr;
    wire  signed [63:0]  diff;
    always@(posedge ref_clk or negedge rst_n)begin
        if(!rst_n)begin
            ref_clk_cntr<=0;
        end
        else begin
            ref_clk_cntr<=ref_clk_cntr+1;
        end
    end
    always@(posedge fd_clk or negedge rst_n)begin
        if(!rst_n)begin
            fd_clk_cntr<=0;
        end
        else begin
            fd_clk_cntr<=fd_clk_cntr+1;
        end
    end
    assign diff = fd_clk_cntr - ref_clk_cntr;
    assign slow = (diff>1) ? 1'b1 : 1'b0 ;
    assign fast = (diff<-1) ? 1'b1 : 1'b0 ;
endmodule
==> summary.txt <==
fresh numbers from the pnr run: status=finished, final reports clean, YS warnings=1, register share after synthesis=0.327, chip width=around 140 um, GRT Total Usage=0.265, Wirelength per Cell=16.9 um, Cell Chain, Critical Path=ha_1 > inv_1 > fa_1 > a211oi_2 > o21ai_2 > a22oi_4 > a2111oi_1 > a211oi_1 > xnor2_1 > nand4_1 > or4_1 > nor4_1 > nand4_1 > nor4_1 > a41oi_1 > clkdlybuf4s50_1, FP Core Util=0.517, Die Ht=between 100 and 150 um, cell area power density=around 41 nW/um^2, RR Endpoint=ref_clk_cntr[63], initial antenna violation count=0, Crit path largest cell delay=0.52 ns, post-CTS sizing=0, fin. max-slew vios=0, Sum Neg Setup Slack=0 ns, CP Data Required Time=21.44 ns, Max-cap violations=0, worst r2r src=ref_clk_cntr[6], Distinct cells, synth=around 70, DR vias/cell=5.68, CTS tree=done, Routed Antenna Nets=0, Max Clock Skew=0.00736 ns, Worst Setup Start Kind=flip-flop, setup ws final=16.37 ns, Setup Fix Bufs, Post-CTS=0, drc violations=0, Sink Count=128, num ports=5, Slew @ Worst Pin=0.814 ns, Mapped Area=around 9800 um^2, crit path to=fast, dominant logic cell type in the layout=nand2_1, count of tool warnings=26, FFs w/ async S/R, synth=1.00, worst r2r path cells=8, ANT cells=0, Tightest Hold Check Type=reg2reg, Hold Buf Count CTS=0, Hold Violations, Final=0, P&R area growth vs syn=8.71%, port bufs=3, largest net degree at the start of global routing=about 55, final setup vio count=0, crit-path max FO=7, Registers, synthesis=between 100 and 150, Max-Slew Margin vs Limit=0.452, core area=approximately 19000 um^2, pre-CTS setup slack=roughly 17 ns, chip area=20200 um^2, grt ovf=0, layout cells sized above 1=0.0501, Pleak=approximately 5.0 nW, reg2reg setup slack=approximately 23 ns, Cell Rows=50, Worst EP arrival=just over 5 ns, yosys cell count=1161, CP endpoint kind=primary output, slowest cell on the critical path=or4_1, Setup crit start=ref_clk_cntr[0], drt pass-1 iters=5, Starting DRT DRC Count=545, Final HPWL DP=18900 um, yosys synthesis chip area=9790 um^2, largest area contributor in the netlist=dfrtp_1, clk slew on worst S/H paths=approximately 0.06 ns, global-route wire length before repair=41000 um, peak supply drop=0.0000302 V, Gate Count Post-Synth=1161, mean post-synth cell area=between 8 and 9 um^2, CP Class=reg2out, GPL Wtd Cong=0.993, drt total wl=24300 um, Post-synth EDFFs=0, synth top area cells=dfrtp_1 (33%), xnor2_1 (12%), ha_1 (8.3%), area share, top type=0.327, number of global-route vias before repair=slightly below 8000, most frequent cells in the layout=nand2_1 (133), xnor2_1 (132), dfrtp_1 (128), nor2_1 (92), a21oi_1 (85), RSZ-0062 raised after global routing=no, Post-synth top flop=dfrtp_1, vias=between 8000 and 9000
-- synthesized netlist by cell type, drive strengths merged (8+ instances only) --
master / n
nand4: 44
buf: 9
a211oi: 9
a21o: 18
nand3: 48
nor4: 20
and3: 25
nor2: 93
xor2: 51
inv: 80
clkbuf: 12
o21ai: 54
nor3: 32
o21a: 11
xnor2: 132
nand2: 133
dfrtp: 128
o21bai: 10
a21oi: 90
ha: 65
and2: 8
-- per-stage QoR --
step	util	cells	area [um^2]	power, mW	hold WS (ns)
final	0.562	1437	10600	0.440	0.469
after CTS	0.562	1437	10600	0.446	0.475
after detailed placement	0.531	1406	10100	0.201	0.464
after global placement	0.531	1406	10100	0.201	0.459
after floorplan	-	1161	9790	0.197	0.445
after global routing	0.562	1437	10600	0.454	0.490
-- where the power goes --
group | total [mW] | internal (mW) | switching, mW
combinational | 0.00386 | 0.000280 | 0.00358
clock | 0.242 | 0.146 | 0.0968
sequential | 0.193 | 0.193 | 0
-- worst min-delay path by stage --
stage           startpoint                to  slack, ns  cells past startpoint
4_1_cts   ref_clk_cntr[25]  ref_clk_cntr[25]       0.47                      1
5_1_grt   ref_clk_cntr[52]  ref_clk_cntr[52]       0.49                      1
6_report   ref_clk_cntr[4]   ref_clk_cntr[4]       0.47                      1
-- registers in the layout (all words and copies together), names as in the netlist --
register	count
fd_clk_cntr	64
ref_clk_cntr	64
-- cell families after synthesis --
kind of cell    share of synthesized area
simple gates                        0.222
compound gates                      0.161
xor+xnor                            0.164
flops                               0.327
buf+inv                            0.0415
fa+ha+maj                          0.0851
-- critical path, delay by kind of cell (launching register included) --
| kind | cells | cell delay (ns) |
|---|---|---|
| and+or+nand+nor | 5 | 1.30 |
| DFF | 1 | 0.47 |
| xor gates and xnor gates | 1 | 0.26 |
| AOI/OAI and AO/OA | 6 | 1.51 |
| adders and majority gates | 2 | 0.65 |
| buffers and inverters | 2 | 0.52 |
-- metal layers --
layer / global-route usage / wire length [um]
met5: 0 / 0
met4: 0.0572 / 619
met3: 0.0517 / 1330
met2: 0.377 / 10000
met1: 0.425 / 12300
-- area by class of cell --
class	count	area, um^2
multi-input cells	932	6180
well taps	260	325
fillers	1726	8310
inverters	80	300
clock buffers	20	468
repair buffers	6	50.0
flip-flops and latches	128	3200
clock inverters	11	116
No activity file was given, so power comes from the tool's default toggle rates.
