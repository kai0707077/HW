==> design/flow/run.sh <==
#!/bin/bash
# OpenROAD 26Q1-2900-gdf79404cd8, Yosys 0.63+post, stock flow scripts
make -C /OpenROAD-flow-scripts/flow DESIGN_CONFIG=/design/flow/config.mk WORK_HOME=/design/flow/orfs finish
==> design/flow/config.mk <==
export PLATFORM = sky130hd
export DESIGN_NAME = shift_add_multiplier
export DESIGN_NICKNAME = shift_add_multiplier
export VERILOG_FILES = /design/flow/design.v
export SDC_FILE = /design/flow/constraint.sdc
export NUM_CORES = 4
export LEC_CHECK = 1
export CORE_UTILIZATION = 50
==> design/flow/constraint.sdc <==
current_design shift_add_multiplier

set clk_period 19.5
set clk_io_pct 0.2

create_clock -name clk0 -period $clk_period [get_ports {clk}]

set non_clock_inputs [all_inputs -no_clocks]
set_input_delay [expr $clk_period * $clk_io_pct] -clock clk0 $non_clock_inputs
set_output_delay [expr $clk_period * $clk_io_pct] -clock clk0 [all_outputs]
==> design/flow/design.v <==
`timescale 1ns/1ps
module shift_add_multiplier (
    input  wire         clk,
    input  wire         rst_n,
    input  wire         start,         
    input  wire [31:0]  A,             
    input  wire [31:0]  B,             
    output wire [63:0]  product,       
    output wire         done           
);
    reg [63:0] partial_product;
    reg [31:0] multiplicand;
    reg [63:0] multiplicand_tmp;
    reg [31:0] multiplier;
    reg [5 :0] bit_count;   
    reg        done_reg;
    reg        start_flag;
    assign done    = done_reg;
    assign product = partial_product;
    always @(posedge clk or negedge rst_n) begin
        if (!rst_n) begin
            partial_product  <= 64'd0;
            multiplicand_tmp <= 64'd0;
            multiplier       <= 32'd0;
            bit_count        <= 6'd0;
            done_reg         <= 1'b0;
            start_flag       <= 1'b0;
        end
        else begin
            if (start) begin
                partial_product  <= 64'd0;
                multiplicand_tmp <= {32'b0,A};
                multiplier       <= B;
                bit_count        <= 6'd0;
                done_reg         <= 1'b0;
                start_flag       <= 1'b1;
            end
            else if (!done_reg && start_flag) begin
                if (multiplier[0] == 1'b1) begin
                    partial_product <= partial_product + multiplicand_tmp;
                end
                multiplier       <= multiplier >> 1;
                multiplicand_tmp <= multiplicand_tmp << 1;
                bit_count        <= bit_count + 1'b1;
                if (bit_count == 6'd31) begin
                    done_reg   <= 1'b1;
                    start_flag <= 1'b0;
                end
            end
        end
    end
endmodule
==> impl_metrics.csv <==
group,metric,value,unit
yosys,synth_seq_share,40.5,%
run_status,status,"completed",
pwr,power.static_leakage,5.94,nW
sta,timing.max_slew.rel_slack,45.4,%
hold_path,holdPathEnd,"partial_product[21]",
hold_path,holdCritStartpoint,"partial_product[21]",
sta,finalMaxSlewViolations,0,
sta,timing_hold_violations_final,0,
die,design.core.area,0.0203,mm2
route,drt-met1-wl,12400,um
yosys,synth_cell_types,66,
cells_and_area,filler_cell_count,1759,
yosys,number_of_instances_in_the_synthesized_netlist,1180,
sta,setup_tns,0,ps
route,insertedDiodeCount,0,
cts,cts_setup_buffers,0,
die,die_area,0.0214,mm2
cells_and_area,mi_logic_area,0.00585,mm2
setup_path,critPathCaptureType,"flip-flop",
die,floorplan.initialDensity,51.2,%
global_routing,grt_first_pass_wirelength,42100,um
cts,clk_transition_reported_paths,70,ps
placed_design,io_buffer_count,131,
cts,root_buf_cell,"sky130_fd_sc_hd__clkbuf_16",
yosys,yosysTopAreaCellShare,40.5,%
sta,timing.final.crit_share,28.6,%
pwr,clock_power_share,36.9,%
pwr,switching_power,0.279,mW
sta,setup_viol,0,
cts,cts_tree,"yes",
sta,rsz0062_at_grt,"false",
yosys,ys_chip_area,0.0104,mm2
placed_design,dp_worst_setup_slack,13480,ps
cts,cts_buffers,17,
setup_path,r2r.worst_path.cells,13,
setup_path,critical_path_peak_fanout,58,
sta,finalWorstSetupSlack,13930,ps
global_routing,antenna_found_initial,1,
die,top_level_ports,132,
pwr,power_frac_seq,43.1,%
setup_path,worst-endpoint-required,19820,ps
yosys,mappedNetlistArea,0.0104,mm2
yosys,post_synth_tally_of_flip_flops_with_integrated_enable,0,
die,die-width,146,um
route,met3_length,1420,um
route,met2_length,10900,um
pwr,share_comb_of_total_power,20.0,%
sta,max_freq,180,MHz
hold_path,worst_hold_path_class,"flip-flop to flip-flop",
flow_run,maxCapViolations,0,
placed_design,placed_wire_length_estimate,17900,um
cts,cts_hold_buf,0,
setup_path,setup.worst_path.start_class,"input port",
route,remaining_drc_errors,0,
cells_and_area,syn_to_final_growth,19.8,%
sta,tightestPinTransition,808,ps
yosys,synthesis.area_per_instance,8.81,um2
pwr,switching_share,30.7,%
pwr,power.ir.vdd_worst,0.0000516,V
route,drt_first_pass_iters,5,
setup_path,arrival,5880,ps
yosys,yosysCellCount,1180,
yosys,postSynth.topFlopCell,"sky130_fd_sc_hd__dfrtp_1",
yosys,async_flop_share,100,%
route,top_signal_layer_used,"met5",
cts,htree_num_levels,4,
cts,clock_sinks,168,
cts,clk_path_buf_depth,2,
route,routed_wirelength,24900,um
pwr,cellPowerDensity,73.1,mW/mm2
setup_path,r2r-start,"partial_product[0]",
die,num_rows,52,
yosys,yosys.area.top_type,"sky130_fd_sc_hd__dfrtp_1",
yosys,yosysWarningCount,1,
setup_path,regToRegSetupSlack,15610,ps
cells_and_area,layout.area.seq,0.00420,mm2
cells_and_area,reg_top3,"multiplicand_tmp (64), partial_product (64), multiplier (32)",
global_routing,groute.usage.overall,25.2,%
global_routing,overflow,0,
die,die_height,146,um
setup_path,critical_path_class,"input port to flip-flop",
sta,fin_crit,5570,ps
route,dr_total_vias,8670,
global_routing,grt_pass1_vias,8190,
route,ant_nets,0,
global_routing,grt_max_degree,90,
hold_path,timing.hold.worst_path_depth,2,
cts,clk-insertion-delay-late,430,ps
route,route.detailed.wl_per_inst,16.1,um
setup_path,regToRegEndpoint,"partial_product[60]",
yosys,ranking_of_synthesized_cells_by_area,"sky130_fd_sc_hd__dfrtp_1 (40%), sky130_fd_sc_hd__nand2_1 (8.5%), sky130_fd_sc_hd__ha_1 (7.7%), sky130_fd_sc_hd__o21ai_0 (7.6%), sky130_fd_sc_hd__mux2i_1 (6.0%)",
sta,timing.clock.skew,12.7,ps
route,first_iter_violations,479,
placed_design,globalplace.congestion,0.924,
cells_and_area,share_of_layout_cells_above_drive_strength_1,4.77,%
route,vias_per_cell,5.60,
setup_path,critPathLaunch,"start",
flow_run,number_of_warnings_the_tools_reported,26,
yosys,synth_flop_count,168,
cts,ctsResizeCount,0,
pwr,internal_power,0.631,mW
-- power groups by stage --
stage / clock network [mW] / logic, mW / registers, mW
5_1_grt: 0.360 / 0.205 / 0.395
6_report: 0.336 / 0.182 / 0.392
4_1_cts: 0.344 / 0.183 / 0.392
-- cells in the final DEF (no fill, tap or decap), drive strengths merged, types with 19 or more instances in the layout --
cell type	n
dfrtp	168
ha	64
nand4	19
nor2	31
nand2	235
a21oi	102
o21ai	163
xor2	34
xnor2	27
mux2i	62
a21o	42
inv	20
clkdlybuf4s50	129
-- how the worst max path moves through the flow --
| stage | to | slack (ps) | cells after the start |
|---|---|---|---|
| CTS | partial_product[4] | 13940 | 6 |
| global route | partial_product[4] | 13790 | 6 |
| finish | partial_product[4] | 13930 | 6 |
-- layout make-up --
class | count | area share (%)
multi-input combinational | 921 | 47.0
sequential | 168 | 33.8
timing repair buffer | 141 | 11.1
clock buffer | 17 | 3.42
tap | 270 | 2.71
clock inverter | 15 | 1.51
inverter | 16 | 0.482
-- critical path: stages --
cell and delay, ps:
sky130_fd_sc_hd__buf_4 240, sky130_fd_sc_hd__buf_4 550, sky130_fd_sc_hd__or2_2 450, sky130_fd_sc_hd__buf_4 420, sky130_fd_sc_hd__a211oi_1 80, sky130_fd_sc_hd__a21o_1 160
-- cells by family after synthesis --
group	after synthesis	share of synthesized area [%]
adders and majority gates	65	7.90
DFF	168	40.5
buffers and inverters	91	3.42
xor gates and xnor gates	61	5.14
AOI/OAI and AO/OA	394	23.1
muxes	63	6.08
and+or+nand+nor	338	13.9
-- per-layer routing --
| layer | vias to the layer above | track usage [%] |
|---|---|---|
| met5 | - | 0 |
| met4 | 2 | 1.25 |
| met3 | 9 | 5.41 |
| met2 | 209 | 36.8 |
| met1 | 4057 | 42.3 |
| li1 | 4393 | - |
-- synthesized netlist by cell type (4+ instances only) --
| library cell | count |
|---|---|
| sky130_fd_sc_hd__a211oi_1 | 7 |
| sky130_fd_sc_hd__a21o_1 | 42 |
| sky130_fd_sc_hd__a21oi_1 | 101 |
| sky130_fd_sc_hd__a22o_1 | 5 |
| sky130_fd_sc_hd__a31oi_1 | 11 |
| sky130_fd_sc_hd__and3_1 | 8 |
| sky130_fd_sc_hd__clkbuf_1 | 65 |
| sky130_fd_sc_hd__dfrtp_1 | 168 |
| sky130_fd_sc_hd__ha_1 | 64 |
| sky130_fd_sc_hd__inv_1 | 16 |
| sky130_fd_sc_hd__mux2i_1 | 62 |
| sky130_fd_sc_hd__nand2_1 | 235 |
| sky130_fd_sc_hd__nand3_1 | 10 |
| sky130_fd_sc_hd__nand4_1 | 19 |
| sky130_fd_sc_hd__nor2_1 | 31 |
| sky130_fd_sc_hd__nor2b_1 | 8 |
| sky130_fd_sc_hd__nor3_1 | 7 |
| sky130_fd_sc_hd__o211ai_1 | 5 |
| sky130_fd_sc_hd__o21a_1 | 11 |
| sky130_fd_sc_hd__o21ai_0 | 157 |
| sky130_fd_sc_hd__o21ai_1 | 4 |
| sky130_fd_sc_hd__o21bai_1 | 9 |
| sky130_fd_sc_hd__o31ai_1 | 4 |
| sky130_fd_sc_hd__or3_1 | 4 |
| sky130_fd_sc_hd__xnor2_1 | 27 |
| sky130_fd_sc_hd__xor2_1 | 34 |
-- per-stage QoR --
step                total power [mW]  hold WS (ps)  std cells  util, %  area, um2
floorplan                      0.508           456       1180        -      10400
global placement               0.580           499       1516     58.3      11800
detailed placement             0.581           506       1516     58.3      11800
CTS                            0.919           521       1548     61.3      12400
global route                   0.960           552       1548     61.3      12400
finish                         0.910           516       1548     61.3      12400
Power and IR drop assume default switching activity.
